[design/flow/config.mk]
export PLATFORM = sky130hd
export DESIGN_NAME = ALU
export DESIGN_NICKNAME = ALU
export VERILOG_FILES = /design/flow/design.v
export SDC_FILE = /design/flow/constraint.sdc
export NUM_CORES = 4
export LEC_CHECK = 1
export CORE_UTILIZATION = 40
[design/flow/run.sh]
#!/bin/bash
# OpenROAD 26Q1-2900-gdf79404cd8, Yosys 0.63+post, stock flow scripts
make -C /OpenROAD-flow-scripts/flow DESIGN_CONFIG=/design/flow/config.mk WORK_HOME=/design/flow/orfs finish
[design/flow/constraint.sdc]
current_design ALU

set clk_period 12.5
set clk_io_pct 0.2

create_clock -name clk0 -period $clk_period

set non_clock_inputs [all_inputs -no_clocks]
set_input_delay [expr $clk_period * $clk_io_pct] -clock clk0 $non_clock_inputs
set_output_delay [expr $clk_period * $clk_io_pct] -clock clk0 [all_outputs]
[design/flow/design.v]
module ALU(A,B,Result,ALUControl,OverFlow,Carry,Zero,Negative);
    input [31:0]A,B;
    input [2:0]ALUControl;
    output Carry,OverFlow,Zero,Negative;
    output [31:0]Result;
    wire Cout;
    wire [31:0]Sum;
    assign Sum = (ALUControl[0] == 1'b0) ? A + B :
                                          (A + ((~B)+1)) ;
    assign {Cout,Result} = (ALUControl == 3'b000) ? Sum :
                           (ALUControl == 3'b001) ? Sum :
                           (ALUControl == 3'b010) ? A & B :
                           (ALUControl == 3'b011) ? A | B :
                           (ALUControl == 3'b101) ? {{32{1'b0}},(Sum[31])} :
                           {33{1'b0}};
    assign OverFlow = ((Sum[31] ^ A[31]) & 
                      (~(ALUControl[0] ^ B[31] ^ A[31])) &
                      (~ALUControl[1]));
    assign Carry = ((~ALUControl[1]) & Cout);
    assign Zero = &(~Result);
    assign Negative = Result[31];
endmodule
==> impl_metrics.tcl <==
# implementation run metrics
set metrics [dict create \
    core_um2 12600 \
    die_h_um 116 \
    ys_cells 813 \
    crit_arrival_ns 7.44 \
    die-area_um2 13400 \
    fin_util_pct 49.7 \
    grt_start_max_net_pins 58 \
    vias 6322 \
    grt_pass1_vias 5941 \
    finalHoldViolCount 0 \
    n_sequential_cell 0 \
    report.final.slew_viol_count 0 \
    cts_setup_buffers 0 \
    mi_logic_area_um2 4600 \
    met2_usage_pct 57.8 \
    post_synth_num_cell_types 74 \
    hpwl_mm 16.7 \
    grt_use_total_pct 31.7 \
    lay_top_cells "101 x clkdlybuf4s50_1, 97 x inv_1, 95 x ha_1, 92 x a21oi_1, 81 x nor2_1" \
    top_usage_layer "met2" \
    netlist_area_um2 5180 \
    areaGrowthSynthToFinish_pct 21.1 \
    holdPathStages 4 \
    rsz0062_at_grt "false" \
    routed_wl_mm 20.8 \
    postCtsHoldBufs 0 \
    worstPathRequired_ns 10.00 \
    synthTopCellsByArea "ha_1 23%, a21oi_1 8.9%, inv_1 7.0%, nor2_1 5.9%, o21ai_0 4.3%" \
    regArea_um2 0 \
    final_common_cell "clkdlybuf4s50_1" \
    ys_seq_share_pct 0 \
    drc 0 \
    avgRoutedWirePerCell_um 19.8 \
    numPortBuffers 102 \
    hold_end "Result[5]" \
    powerDensity_nw_per_um2 47.0 \
    path_class "input port to primary output" \
    num_rows 41 \
    p_leak_uw 0.00278 \
    drive_gt1_share_pct 2.74 \
    nClkBuffers 0 \
    setup_tns_ns 0 \
    max_freq_mhz 101 \
    pre_cts_ws_ns 2.67 \
    hp-class "input port to primary output" \
    postCtsResizedCells 0 \
    initCoreUtil_pct 41.1 \
    fillers 1315 \
    crit_fanout 5 \
    worstMarginPinSlew_ns 0.967 \
    antenna_found_initial 0 \
    die_w_um 116 \
    hp-start "ALUControl[0]" \
    syn_avg_cell_area_um2 6.38 \
    ys_warn_count 0 \
    ys_area_um2 5180 \
    crit_path_end_kind "primary output" \
    grt_overflow_total 0 \
    first_pass_iters 6 \
    ant_nets 0 \
    grt_first_pass_wirelength_mm 32.3 \
    diodes 0 \
    top_cell_area_share_pct 22.9 \
    status "finished clean" \
    io_pins 103 \
    maxCapViolCount 0 \
    gp_congestion 0.991 \
    top_area_cell "ha_1" \
    viasPerCell 6.03 \
    finalSetupViolCount 0 \
    met3_usage_pct 1.44 \
    syn_inst 813 \
    slew_headroom_pct 33.9 \
    fin_crit_sh_pct 79.5 \
    layout_setup_ws_ns 2.56 \
    met1_usage_pct 40.4 \
    finalCriticalPeriod_ns 9.94 \
    max-vdd-ir-drop_mv 0.0206 \
    drt_iter0_drc 451 \
    warnings 95 \
    critPathLaunchType "input port" \
]
worst max-delay path: stages:
cell and delay (ns):
clkdlybuf4s50_1 0.56, inv_1 0.11, ha_1 0.32, o21bai_1 0.10, o211ai_1 0.47, a31oi_1 0.27
a211oi_1 0.40, buf_4 0.21, o211ai_1 0.19, nand2_1 0.12, nand3_1 0.11, xnor2_1 0.25
a2111oi_0 0.92, nand2b_1 0.16, nor4_2 0.24, clkdlybuf4s50_1 0.50
where the power goes:
part           switching, uW  internal, uW
Combinational            173           122
Sequential                 0             0
Clock                      0             0
Total                    173           122
kinds of logic after synthesis:
logic type / synth area share (%)
adders and majority gates: 23.7
buffers and inverters: 11.2
and+or+nand+nor: 23.5
AOI/OAI and AO/OA: 35.3
xor gates and xnor gates: 3.38
other: 0.0723
muxes: 2.82
how the worst max path moves through the flow:
stage     start  endpoint  slack, ns  depth (start not counted)
6_report   A[1]      Zero       2.56                         16
4_1_cts    A[1]      Zero       2.67                         16
5_1_grt    A[1]      Zero       2.42                         16
synthesized netlist by cell type, types with 10 or more instances:
library cell   n
inv_1         97
ha_1          95
a21oi_1       92
nor2_1        81
nand2_1       54
o21ai_0       45
clkbuf_1      31
nor3_1        28
xnor2_1       17
a211oi_1      16
nand3_1       16
o211ai_1      16
nand2b_1      14
nand4_1       14
nor2b_1       12
a31oi_1       10
nor4_1        10
o21ai_1       10
through the flow:
step	hold slack, ns	total power (uW)	instances	instance area, um2
after floorplan	5.14	178	813	5180
after CTS	6.08	291	1049	6280
after detailed placement	6.08	290	1049	6280
after global placement	6.08	291	1049	6280
final	6.08	295	1049	6280
after global routing	6.17	322	1049	6280
routing by layer:
layer | share of wire (%) | wire length, um
met3 | 6.0 | 1250
met1 | 41 | 8610
met2 | 49 | 10200
met4 | 3.5 | 724
met5 | 0 | 0
area by class of cell:
cell class                      count  share of cell area (%)
Timing Repair Buffer              111                    17.3
Inverter                          100                    5.98
Multi-Input combinational cell    666                    73.3
Tap cell                          172                    3.43
Power is estimated from default activity; no workload was simulated.
